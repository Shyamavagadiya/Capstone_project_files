===== flow/design.v =====
module spi_fpga_top (
    input wire clk_50mhz,      
    input wire rst_n,          
    output wire spi_clk_out,
    output wire spi_mosi_out,
    input wire spi_miso_in,
    output wire spi_cs_n_out,
    input wire spi_clk_in,
    input wire spi_mosi_in,
    output wire spi_miso_out,
    input wire spi_cs_n_in,
    input wire [7:0] switches,  
    output wire [7:0] leds,     
    input wire start_btn,       
    output wire uart_tx,
    input wire uart_rx
);
    wire clk;
    wire reset_n;
    reg start_pulse;
    reg start_btn_prev;
    wire [7:0] master_tx_data;
    wire [7:0] master_rx_data;
    wire master_tx_valid;
    wire [7:0] slave_tx_data;
    wire [7:0] slave_rx_data;
    wire slave_data_valid;
    assign clk = clk_50mhz;
    assign reset_n = rst_n;
    assign master_tx_data = switches;
    assign slave_tx_data = 8'hA5;  
    assign leds = master_rx_data;
    always @(posedge clk or negedge reset_n) begin
        if (!reset_n) begin
            start_btn_prev <= 0;
            start_pulse <= 0;
        end else begin
            start_btn_prev <= start_btn;
            start_pulse <= start_btn && !start_btn_prev;
        end
    end
    spi_master master_inst (
        .clk(clk),
        .rst_n(reset_n),
        .start(start_pulse),
        .tx_data(master_tx_data),
        .rx_data(master_rx_data),
        .tx_valid(master_tx_valid),
        .spi_clk(spi_clk_out),
        .spi_mosi(spi_mosi_out),
        .spi_miso(spi_miso_in),
        .spi_cs_n(spi_cs_n_out)
    );
    spi_slave slave_inst (
        .clk(clk),
        .rst_n(reset_n),
        .spi_clk(spi_clk_in),
        .spi_mosi(spi_mosi_in),
        .spi_miso(spi_miso_out),
        .spi_cs_n(spi_cs_n_in),
        .tx_data(slave_tx_data),
        .rx_data(slave_rx_data),
        .data_valid(slave_data_valid)
    );
    uart_debug uart_inst (
        .clk(clk),
        .rst_n(reset_n),
        .tx_data({master_tx_data, master_rx_data}),  
        .tx_start(master_tx_valid),
        .uart_tx(uart_tx)
    );
endmodule
module spi_master (
    input wire clk,            
    input wire rst_n,          
    input wire start,          
    input wire [7:0] tx_data,  
    output reg [7:0] rx_data,  
    output reg tx_valid,       
    output reg spi_clk,        
    output reg spi_mosi,       
    input wire spi_miso,       
    output reg spi_cs_n        
);
    parameter CLK_DIV = 4;     
    localparam IDLE = 2'b00;
    localparam ACTIVE = 2'b01;
    localparam DONE = 2'b10;
    reg [1:0] state;
    reg [7:0] tx_shift_reg;
    reg [7:0] rx_shift_reg;
    reg [3:0] bit_counter;
    reg [2:0] clk_counter;
    reg spi_clk_en;
    always @(posedge clk or negedge rst_n) begin
        if (!rst_n) begin
            clk_counter <= 0;
            spi_clk <= 0;
            spi_clk_en <= 0;
        end else begin
            if (state == ACTIVE) begin
                clk_counter <= clk_counter + 1;
                if (clk_counter == CLK_DIV-1) begin
                    clk_counter <= 0;
                    spi_clk <= ~spi_clk;
                    spi_clk_en <= 1;
                end else begin
                    spi_clk_en <= 0;
                end
            end else begin
                clk_counter <= 0;
                spi_clk <= 0;
                spi_clk_en <= 0;
            end
        end
    end
    always @(posedge clk or negedge rst_n) begin
        if (!rst_n) begin
            state <= IDLE;
            tx_shift_reg <= 0;
            rx_shift_reg <= 0;
            bit_counter <= 0;
            spi_cs_n <= 1;
            spi_mosi <= 0;
            tx_valid <= 0;
            rx_data <= 0;
        end else begin
            case (state)
                IDLE: begin
                    tx_valid <= 0;
                    spi_cs_n <= 1;
                    if (start) begin
                        state <= ACTIVE;
                        tx_shift_reg <= tx_data;
                        bit_counter <= 0;
                        spi_cs_n <= 0;
                        spi_mosi <= tx_data[7];
                    end
                end
                ACTIVE: begin
                    if (spi_clk_en && spi_clk) begin  
                        tx_shift_reg <= {tx_shift_reg[6:0], 1'b0};
                        bit_counter <= bit_counter + 1;
                        if (bit_counter < 7)
                            spi_mosi <= tx_shift_reg[6];
                    end else if (spi_clk_en && !spi_clk) begin  
                        rx_shift_reg <= {rx_shift_reg[6:0], spi_miso};
                        if (bit_counter == 8) begin
                            state <= DONE;
                            rx_data <= {rx_shift_reg[6:0], spi_miso};
                        end
                    end
                end
                DONE: begin
                    spi_cs_n <= 1;
                    tx_valid <= 1;
                    state <= IDLE;
                end
                default: state <= IDLE;
            endcase
        end
    end
endmodule
module spi_slave (
    input wire clk,            
    input wire rst_n,          
    input wire spi_clk,        
    input wire spi_mosi,       
    output reg spi_miso,       
    input wire spi_cs_n,       
    input wire [7:0] tx_data,  
    output reg [7:0] rx_data,  
    output reg data_valid      
);
    reg [7:0] tx_shift_reg;
    reg [7:0] rx_shift_reg;
    reg [3:0] bit_counter;
    reg spi_clk_prev;
    reg cs_n_prev;
    wire spi_clk_rising = spi_clk && !spi_clk_prev;
    wire spi_clk_falling = !spi_clk && spi_clk_prev;
    wire cs_falling = !spi_cs_n && cs_n_prev;
    always @(posedge clk or negedge rst_n) begin
        if (!rst_n) begin
            tx_shift_reg <= 0;
            rx_shift_reg <= 0;
            bit_counter <= 0;
            spi_miso <= 0;
            rx_data <= 0;
            data_valid <= 0;
            spi_clk_prev <= 0;
            cs_n_prev <= 1;
        end else begin
            spi_clk_prev <= spi_clk;
            cs_n_prev <= spi_cs_n;
            if (cs_falling) begin
                tx_shift_reg <= tx_data;
                bit_counter <= 0;
                data_valid <= 0;
                spi_miso <= tx_data[7];
            end else if (!spi_cs_n) begin
                if (spi_clk_rising) begin
                    rx_shift_reg <= {rx_shift_reg[6:0], spi_mosi};
                    bit_counter <= bit_counter + 1;
                end else if (spi_clk_falling) begin
                    tx_shift_reg <= {tx_shift_reg[6:0], 1'b0};
                    if (bit_counter < 8)
                        spi_miso <= tx_shift_reg[6];
                    if (bit_counter == 8) begin
                        rx_data <= rx_shift_reg;
                        data_valid <= 1;
                    end
                end
            end else begin
                spi_miso <= 1'bz;  
                data_valid <= 0;
            end
        end
    end
endmodule
module uart_debug (
    input wire clk,
    input wire rst_n,
    input wire [15:0] tx_data,
    input wire tx_start,
    output reg uart_tx
);
    parameter BAUD_DIV = 434;  
    localparam IDLE = 2'b00;
    localparam START = 2'b01;
    localparam DATA = 2'b10;
    localparam STOP = 2'b11;
    reg [1:0] state;
    reg [15:0] shift_reg;
    reg [4:0] bit_count;
    reg [8:0] baud_count;
    always @(posedge clk or negedge rst_n) begin
        if (!rst_n) begin
            state <= IDLE;
            uart_tx <= 1;
            shift_reg <= 0;
            bit_count <= 0;
            baud_count <= 0;
        end else begin
            case (state)
                IDLE: begin
                    uart_tx <= 1;
                    if (tx_start) begin
                        state <= START;
                        shift_reg <= tx_data;
                        bit_count <= 0;
                        baud_count <= 0;
                    end
                end
                START: begin
                    uart_tx <= 0;  
                    if (baud_count == BAUD_DIV-1) begin
                        baud_count <= 0;
                        state <= DATA;
                    end else begin
                        baud_count <= baud_count + 1;
                    end
                end
                DATA: begin
                    uart_tx <= shift_reg[0];
                    if (baud_count == BAUD_DIV-1) begin
                        baud_count <= 0;
                        shift_reg <= {1'b0, shift_reg[15:1]};
                        bit_count <= bit_count + 1;
                        if (bit_count == 15) begin
                            state <= STOP;
                        end
                    end else begin
                        baud_count <= baud_count + 1;
                    end
                end
                STOP: begin
                    uart_tx <= 1;  
                    if (baud_count == BAUD_DIV-1) begin
                        baud_count <= 0;
                        state <= IDLE;
                    end else begin
                        baud_count <= baud_count + 1;
                    end
                end
            endcase
        end
    end
endmodule

===== flow/run.sh =====
#!/bin/bash
# OpenROAD 26Q1-2900-gdf79404cd8, Yosys 0.63+post, stock flow scripts
make -C /OpenROAD-flow-scripts/flow DESIGN_CONFIG=/design/flow/config.mk WORK_HOME=/design/flow/orfs finish

===== flow/config.mk =====
export PLATFORM = sky130hd
export DESIGN_NAME = spi_fpga_top
export DESIGN_NICKNAME = spi_fpga_top
export VERILOG_FILES = /design/flow/design.v
export SDC_FILE = /design/flow/constraint.sdc
export NUM_CORES = 4
export LEC_CHECK = 1
export CORE_UTILIZATION = 50

===== flow/constraint.sdc =====
current_design spi_fpga_top

set clk_period 4.9
set clk_io_pct 0.2

create_clock -name clk0 -period $clk_period [get_ports {clk_50mhz}]

set non_clock_inputs [all_inputs -no_clocks]
set_input_delay [expr $clk_period * $clk_io_pct] -clock clk0 $non_clock_inputs
set_output_delay [expr $clk_period * $clk_io_pct] -clock clk0 [all_outputs]

==> flow_summary.toml <==
# synthesis and place-and-route metrics
[critical_path]
timing.rr.end = "master_inst.rx_data[0]"
crit_type = "reg2reg"
crit_fanout = 17
slowest_stage = "dfrtp_1"
r2r-start = "master_inst.state[2]"
worst_r2r_path_depth = 4
r2r_setup_slack_ns = 2.52
critical-path-max-stage-delay_ns = 0.77
cp-start-kind = "flop"
end_kind = "flop"
required_ns = 5.15
cp_cell_sequence = "inv_1 -> or2_2 -> nor2_2 -> mux2_2"
cp.arrival_ns = 2.64

[clock_tree]
cts-root-buf = "clkbuf_8"
holdBufCountCts = 0
postCtsSetupRepairBufs = 0
cts_tree = "yes"
clockBufferDepth = 2
clock.latency.late_pin_ns = 0.36
clk_pin_slew_ns = 0.10
clkSinkCount = 88
htree_levels = 3
cts_resized = 0
cts_made_buffers = 9

[power]
p_per_area_nw_per_um2 = 292
power_switching_uw = 315
clockPowerShare = 0.385
sw_frac_of_total = 0.237
ir_worst_vdd_v = 0.000175
power.share.combinational = 0.046
intPower_uw = 1010
power.share.sequential = 0.569
p_leak_uw = 0.00207

[finish]
final-comb-area_um2 = 1700
area.growth.synth_to_final_pct = 13.3
utilization = 0.586
regArea_um2 = 2210
largest_reg_flops = 16
final_common_cell = "dfrtp_1"
finalNonFillerCells = 499
drive_gt1_frac = 0.149
layout.cells.most_common_list = "dfrtp_1, nand2_1, o21ai_0, clkdlybuf4s50_1, nor2_1"
nFillCells = 666
design_area_um2 = 4550

[floorplan]
boundaryPins = 29
fp.dieW_um = 91.7
die_h_um = 91.7
die_area_um2 = 8400
initCoreUtil = 0.517
rows = 32
core_area_um2 = 7770

[logic_synthesis]
synth-seq-cells = 88
synth.largest_area_cell = "dfrtp_1"
yosysCellCount = 368
area_leaders = "dfrtp_1, mux2_2, o221a_2, o21ai_0, dfstp_2"
yosysTopAreaCellShare = 0.517
synthArstFlopShare = 1.00
ys_area_um2 = 4020
syn-cell-area_um2 = 4020
ys_warn_count = 5
ff_type = "dfrtp_1"
synth_cell_types = 54
postSynthSeqShare = 0.550
avgSynthCellArea_um2 = 10.9
edf_count = 0
synth_cells = 368

[sta]
setup_viol = 0
clock_skew_ns = 0.0155
relSlewSlack = 0.376
drv_slew = 0
min_period_ns = 2.38
finalSetupTns_ns = 0
worstMarginPinSlew_ns = 0.930
rsz0062_at_grt = "false"
max_freq_mhz = 419
worst_slack_ns = 2.52
finalHoldViolCount = 0
period_used_share = 0.487

[route]
wl_per_cell_um = 14.9
antenna_cells = 0
first_pass_iters = 4
avgViaCountPerCell = 5.59
wirelength_mm = 7.46
first_iter_violations = 146
antenna_left = 0
dr_total_vias = 2789
drc = 0

[place]
io_buffers = 26
place_ws_ns = 2.37
dpl_cell_area_um2 = 4350
placed_cells = 483
gp_congestion = 0.811
dp_hpwl_mm = 4.87

[grt]
grt-ovfl-total = 0
antenna_found_initial = 0
grt_first_pass_wirelength_mm = 13.3
grt_pass1_vias = 2753
grt_max_degree = 51
track_usage = 0.206

[min_path]
min_path_cells = 1
hold_class = "reg2reg"
hold_path_end = "start_pulse"
hold_start = "start_btn_prev"

[run_status]
status = "completed"

[flow_run]
warnings = 29
drv_cap = 0
==> synthesized netlist by cell type, drive strengths merged (2+ instances only) <==
cell and n:
a21o 2, nand3 11, and3 3, o21ai 28, a31oi 3, inv 12, ha 8, clkbuf 10
nand3b 3, nand2 35, nor4 2, a22oi 5, dfrtp 83, dfstp 5, or3 4, o211ai 2
nor3 8, o2bb2ai 2, mux2i 9, a22o 2, o22ai 2, or2b 4, o221a 15, nor2 26
a21oi 15, a2bb2oi 3, nor2b 4, mux2 17, buf 5, a211o 3, nand4 2, nand2b 17
==> layer usage <==
| layer | GRT usage | vias up | part of all wire |
|---|---|---|---|
| met3 | 0.0447 | 6 | 0.039 |
| li1 | - | 1391 | - |
| met4 | 0.0159 | 0 | 0.0097 |
| met1 | 0.355 | 1351 | 0.52 |
| met5 | 0 | - | 0 |
| met2 | 0.298 | 41 | 0.43 |
==> power by group through the flow <==
stage	Sequential, uW	Combinational (uW)	Clock, uW
4_1_cts	757	63.7	531
5_1_grt	760	71.8	563
6_report	757	61.5	511
==> worst max-delay path, delay by kind of cell (launching register included) <==
family	cells	cell delay, ns
DFF	1	0.77
buffers and inverters	1	0.18
muxes	1	0.39
and+or+nand+nor	2	0.93
==> logic make-up after synthesis <==
family | synth area share
compound gates | 0.166
xor+xnor | 0.00436
fa+ha+maj | 0.0249
buf+inv | 0.0280
flops | 0.550
mux | 0.0700
simple gates | 0.157
==> worst max-delay path by stage <==
stage	start	to	cells after the start
after CTS	master_inst.state[2]	master_inst.rx_data[3]	4
after global routing	master_inst.state[2]	master_inst.spi_mosi	5
final	master_inst.state[2]	master_inst.rx_data[0]	4
==> through the flow <==
step                      hold WS [ns]  power, uW
final                            0.402       1330
after global routing             0.412       1390
after CTS                        0.404       1350
after detailed placement         0.390        835
after global placement           0.397        833
after floorplan                  0.378        796
==> layout make-up <==
type | count | area share
inverter | 12 | 0.00990
clock buffer | 10 | 0.0280
tap | 102 | 0.0280
timing repair buffer | 28 | 0.0599
sequential | 88 | 0.485
clock inverter | 6 | 0.0159
multi-input combinational | 253 | 0.373
Power is estimated from default activity; no workload was simulated.
