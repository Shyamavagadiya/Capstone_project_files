==> ./design.v <==
module uart_rx #(parameter CLKS_PER_BIT = 434) (
    input  wire       i_clk,
    input  wire       i_rx_serial,
    output reg        o_rx_dv,
    output reg [7:0]  o_rx_byte
);
  localparam IDLE         = 3'b000;
  localparam START_BIT    = 3'b001;
  localparam DATA_BITS    = 3'b010;
  localparam STOP_BIT     = 3'b011;
  localparam CLEANUP      = 3'b100;
  reg [2:0]    r_SM_Main     = 0;
  reg [8:0]    r_Clock_Count = 0;
  reg [2:0]    r_Bit_Index   = 0;
  reg [7:0]    r_Rx_Byte     = 0;
  always @(posedge i_clk) begin
    case (r_SM_Main)
      IDLE: begin
        o_rx_dv        <= 1'b0;
        r_Clock_Count  <= 0;
        r_Bit_Index    <= 0;
        if (i_rx_serial == 1'b0)  
          r_SM_Main <= START_BIT;
        else
          r_SM_Main <= IDLE;
      end
      START_BIT: begin
        if (r_Clock_Count == (CLKS_PER_BIT-1)/2) begin
          if (i_rx_serial == 1'b0) begin
            r_Clock_Count <= 0;
            r_SM_Main     <= DATA_BITS;
          end else
            r_SM_Main <= IDLE;
        end else begin
          r_Clock_Count <= r_Clock_Count + 1;
          r_SM_Main     <= START_BIT;
        end
      end
      DATA_BITS: begin
        if (r_Clock_Count < CLKS_PER_BIT-1) begin
          r_Clock_Count <= r_Clock_Count + 1;
          r_SM_Main     <= DATA_BITS;
        end else begin
          r_Clock_Count          <= 0;
          r_Rx_Byte[r_Bit_Index] <= i_rx_serial;
          if (r_Bit_Index < 7) begin
            r_Bit_Index <= r_Bit_Index + 1;
            r_SM_Main   <= DATA_BITS;
          end else begin
            r_Bit_Index <= 0;
            r_SM_Main   <= STOP_BIT;
          end
        end
      end
      STOP_BIT: begin
        if (r_Clock_Count < CLKS_PER_BIT-1) begin
          r_Clock_Count <= r_Clock_Count + 1;
          r_SM_Main     <= STOP_BIT;
        end else begin
          o_rx_dv       <= 1'b1;
          o_rx_byte     <= r_Rx_Byte;
          r_Clock_Count <= 0;
          r_SM_Main     <= CLEANUP;
        end
      end
      CLEANUP: begin
        r_SM_Main <= IDLE;
        o_rx_dv   <= 1'b0;
      end
      default: r_SM_Main <= IDLE;
    endcase
  end
endmodule
module top_uart(
    input  wire clk,           
    input  wire rx_pin,        
    output wire tx_pin,        
    output wire [7:0] leds     
);
  wire       tx_active, tx_done, rx_dv;
  wire [7:0] rx_byte;
  reg        tx_dv = 0;
  reg  [7:0] tx_byte;
  uart_tx #(434) tx_inst (
    .i_clk(clk),
    .i_tx_dv(tx_dv),
    .i_tx_byte(tx_byte),
    .o_tx_active(tx_active),
    .o_tx_serial(tx_pin),
    .o_tx_done(tx_done)
  );
  uart_rx #(434) rx_inst (
    .i_clk(clk),
    .i_rx_serial(rx_pin),
    .o_rx_dv(rx_dv),
    .o_rx_byte(rx_byte)
  );
  assign leds = rx_byte;
endmodule
module uart_tx #(parameter CLKS_PER_BIT = 434) (
    input  wire       i_clk,
    input  wire       i_tx_dv,
    input  wire [7:0] i_tx_byte,
    output reg        o_tx_active,
    output reg        o_tx_serial,
    output reg        o_tx_done
);
  localparam IDLE         = 3'b000;
  localparam START_BIT    = 3'b001;
  localparam DATA_BITS    = 3'b010;
  localparam STOP_BIT     = 3'b011;
  localparam CLEANUP      = 3'b100;
  reg [2:0]    r_SM_Main     = 0;
  reg [8:0]    r_Clock_Count = 0;
  reg [2:0]    r_Bit_Index   = 0;
  reg [7:0]    r_Tx_Data     = 0;
  always @(posedge i_clk) begin
    case (r_SM_Main)
      IDLE: begin
        o_tx_serial   <= 1'b1;
        o_tx_done     <= 1'b0;
        r_Clock_Count <= 0;
        r_Bit_Index   <= 0;
        if (i_tx_dv == 1'b1) begin
          o_tx_active <= 1'b1;
          r_Tx_Data   <= i_tx_byte;
          r_SM_Main   <= START_BIT;
        end else begin
          r_SM_Main <= IDLE;
        end
      end
      START_BIT: begin
        o_tx_serial <= 1'b0;
        if (r_Clock_Count < CLKS_PER_BIT-1) begin
          r_Clock_Count <= r_Clock_Count + 1;
          r_SM_Main     <= START_BIT;
        end else begin
          r_Clock_Count <= 0;
          r_SM_Main     <= DATA_BITS;
        end
      end
      DATA_BITS: begin
        o_tx_serial <= r_Tx_Data[r_Bit_Index];
        if (r_Clock_Count < CLKS_PER_BIT-1) begin
          r_Clock_Count <= r_Clock_Count + 1;
          r_SM_Main     <= DATA_BITS;
        end else begin
          r_Clock_Count <= 0;
          if (r_Bit_Index < 7) begin
            r_Bit_Index <= r_Bit_Index + 1;
            r_SM_Main   <= DATA_BITS;
          end else begin
            r_Bit_Index <= 0;
            r_SM_Main   <= STOP_BIT;
          end
        end
      end
      STOP_BIT: begin
        o_tx_serial <= 1'b1;
        if (r_Clock_Count < CLKS_PER_BIT-1) begin
          r_Clock_Count <= r_Clock_Count + 1;
          r_SM_Main     <= STOP_BIT;
        end else begin
          o_tx_done     <= 1'b1;
          r_Clock_Count <= 0;
          r_SM_Main     <= CLEANUP;
          o_tx_active   <= 1'b0;
        end
      end
      CLEANUP: begin
        r_SM_Main <= IDLE;
        o_tx_done <= 1'b0;
      end
      default: r_SM_Main <= IDLE;
    endcase
  end
endmodule
==> ./run.sh <==
#!/bin/bash
# OpenROAD 26Q1-2900-gdf79404cd8, Yosys 0.63+post, stock flow scripts
make -C /OpenROAD-flow-scripts/flow DESIGN_CONFIG=/design/flow/config.mk WORK_HOME=/design/flow/orfs finish
==> ./config.mk <==
export PLATFORM = sky130hd
export DESIGN_NAME = top_uart
export DESIGN_NICKNAME = top_uart
export VERILOG_FILES = /design/flow/design.v
export SDC_FILE = /design/flow/constraint.sdc
export NUM_CORES = 4
export LEC_CHECK = 1
export CORE_UTILIZATION = 50
==> ./constraint.sdc <==
current_design top_uart

set clk_period 2.9
set clk_io_pct 0.2

create_clock -name clk0 -period $clk_period [get_ports {clk}]

set non_clock_inputs [all_inputs -no_clocks]
set_input_delay [expr $clk_period * $clk_io_pct] -clock clk0 $non_clock_inputs
set_output_delay [expr $clk_period * $clk_io_pct] -clock clk0 [all_outputs]
==> flow_summary.yaml <==
# generated from flow reports
status:
  status: "finished clean"
clock_network:
  clock.latency.late_pin_ps: 300
  holdBufCountCts: 0
  cts_buffers: 5
  clock_sinks: 47
  cts_htree_levels: 2
  clk_root_buffer_cell: "clkbuf_8"
  cts.reportedPaths.clkPinSlew_ps: 90
  post_cts_buffers: 0
  cts_tree: "done"
  cts_buffer_depth: 2
  post_cts_resized: 0
route:
  insertedDiodeCount: 0
  drt_iter0_markers: 53
  wl_per_cell_um: 13.32
  wl_um: 3542
  drc: 0
  ant_nets: 0
  avgViaCountPerCell: 5.583
  num_vias: 1485
  drtPass1Iterations: 4
power_and_ir_drop:
  power_density_nw_per_um2: 439.6
  seqPwrFrac_pct: 64.2
  clockPowerShare_pct: 35.4
  p_sw_share_pct: 18.52
  power.leakage_nw: 0.9871
  p_total_mw: 1.126
  intPower_uw: 917.3
  netSwitchingPower_uw: 208.5
  ir_drop_v: 0.0002337
  combPwrFrac_pct: 0.4
critical_path:
  r2r_end: "rx_inst.r_Clock_Count[7]"
  required_ps: 2940
  startpoint: "rx_inst.r_Clock_Count[0]"
  critPathMaxFanout: 9
  critPathMaxStageDelay_ps: 460
  rr_startpoint: "rx_inst.r_Clock_Count[0]"
  r2r_cells: 6
  cp_slowest_cell: "edfxtp_1"
  critPathKind: "reg2reg"
  start_kind: "flop"
  cp-end-kind: "flop"
  reg2reg_slack_ps: 780
  crit_chain: "inv_1 > ha_1 > or4b_1 > nor3_2 > o32a_1 > nor2_1"
  crit_arrival_ps: 2160
sta:
  hold_viol: 0
  fin_crit_ps: 2119
  final.setup.tns_ps: 0
  worst_slack_ps: 780.9
  tightest_slew_ps: 783.0
  rsz0062_at_grt: "no"
  slew_violations: 0
  finalCritPeriodShare_pct: 73.07
  fmax_mhz: 471.9
  hold_ws_ps: 457.2
  setup_viol: 0
  fin_skew_ps: 8.057
  relSlewSlack_pct: 47.61
placed_design:
  dpl_worst_slack_ps: 789.9
  dpl.hpwl_um: 2515
  place.gp.congestion: 0.8154
  dpl_cell_area_um2: 2470
  portBuffers: 10
finish:
  area_growth_pct: 10.47
  filler_cell_count: 353
  final_area_um2: 2561
  drive_gt1_share_pct: 7.944
synth:
  syn_avg_cell_area_um2: 11.59
  edf_count: 41
  ys_top_logic_family: "simple AND/OR/NAND/NOR gates"
  ys.flops: 47
  yosys-top-cells-area: "edfxtp_1 53%, dfxtp_1 5.2%, ha_1 4.9%"
  ys_cells: 200
  mux_share_pct: 1.457
  netlist_instances: 200
  ys_seq_share_pct: 58.28
  largest_area_cell: "edfxtp_1"
  synthArstFlopShare_pct: 0
  yosys_warnings: 3
  synth-simple-area-share_pct: 17.75
  synth_cell_type_count: 39
  ys_sh_adder_pct: 4.857
  top_area_share_pct: 53.10
  netlist_area_um2: 2318
  ys.flop_type: "edfxtp_1"
  xor_area_share_pct: 6.800
  synth_chip_area_um2: 2318
  yosys.area_share.aoi_pct: 8.149
worst_hold_path:
  min_path_type: "reg2reg"
  min_to: "rx_inst.o_rx_byte[5]"
  min_from: "rx_inst.r_Rx_Byte[5]"
  min_path_cells: 0
job:
  warning_count: 30
  drv_cap: 0
grt:
  grt_usage_pct: 17.41
  grt_pass1_wl_um: 6444
  grt_pass1_vias: 1441
  overflow: 0
  grt_max_degree: 15
  antenna_found_initial: 0
die:
  die_y_um: 70.10
  ios: 11
  die_x_um: 70.10
  row_count: 24
  chip_area_um2: 4913
  fp-utilization_pct: 52.52
  core_um2: 4414
[metal layers]
metal,up-vias,global-route usage (%),routed length (um)
li1,753,-,-
met1,700,28.42,1701
met2,26,25.85,1591
met3,6,5.839,189
met4,0,2.000,59
met5,-,0,0
[worst max-delay path, delay by kind of cell, from the launching register on]
kind / cells / cell delay, ps
AND-OR/OR-AND: 1 / 400
flip-flops: 1 / 460
AND/OR/NAND/NOR: 3 / 780
buffers and inverters: 1 / 100
adder cells (fa/ha/maj): 1 / 130
[power groups by stage]
stage | clock network [mW] | logic [mW] | registers, mW
4_1_cts | 0.407 | 0.00399 | 0.723
5_1_grt | 0.441 | 0.00460 | 0.723
6_report | 0.399 | 0.00397 | 0.723
[Yosys cell counts, drive strengths merged (4+ instances only)]
| library cell | instances |
|---|---|
| ha | 9 |
| o21ai | 7 |
| nand3 | 10 |
| dfxtp | 6 |
| a21oi | 4 |
| nand2 | 21 |
| edfxtp | 41 |
| xnor2 | 7 |
| xor2 | 11 |
| inv | 9 |
| nor3 | 7 |
| clkbuf | 4 |
| and3 | 6 |
| nor2 | 27 |
[logic make-up (layout without fill, tap and decap cells)]
group / after synthesis / count (layout)
and+or+nand+nor: 85 / 85
DFF: 47 / 47
AOI/OAI and AO/OA: 23 / 23
xor gates and xnor gates: 18 / 18
buffers and inverters: 15 / 29
adders and majority gates: 9 / 9
muxes: 3 / 3
[worst max path at each step]
stage / endpoint / slack [ps] / cells past startpoint
global route: rx_inst.r_Clock_Count[7] / 620 / 6
CTS: rx_inst.r_Clock_Count[8] / 760 / 6
finish: rx_inst.r_Clock_Count[7] / 780 / 6
[final cells by class]
class	count	area, um^2	area share [%]
flip-flops and latches	47	1351	52.76
multi-input cells	138	904.6	35.32
repair buffers	12	115.1	4.494
clock buffers	7	86.33	3.371
well taps	52	65.06	2.540
inverters	9	33.78	1.319
clock inverters	1	5.005	0.1954
[state kept, by name, indices dropped and copies added (netlist names)]
name / flops
tx_inst.r_Bit_Index: 3
rx_inst.r_SM_Main: 3
rx_inst.r_Clock_Count: 9
tx_inst.r_Clock_Count: 9
rx_inst.r_Bit_Index: 3
rx_inst.r_Rx_Byte: 8
rx_inst.o_rx_byte: 8
tx_inst.o_tx_serial: 1
tx_inst.r_SM_Main: 3
[cell usage in the layout, fill, tap and decap left out, types with 2 or more instances in the layout]
cell	instances
a21oi_1	4
a22o_1	2
a41oi_1	2
and3_1	6
buf_4	2
clkbuf_8	6
clkdlybuf4s50_1	10
dfxtp_1	6
edfxtp_1	41
ha_1	9
inv_1	9
mux2_2	3
nand2_1	21
nand3_1	10
nand4_1	3
nor2_1	27
nor3_1	6
nor4_1	3
o21ai_0	7
xnor2_1	7
xor2_1	11
[stage by stage]
stage                     cells  utilization, %
final                       266           58.02
after global routing        266           58.02
after CTS                   266           58.02
after detailed placement    258           55.95
after global placement      258           55.95
after floorplan             200               -
