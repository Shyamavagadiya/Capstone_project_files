[/design/flow/design.v]
module baud_gen #(parameter DIVISOR = 434)(
    input  wire clk,
    output reg  tick
);
  reg [15:0] counter = 0;
  always @(posedge clk) begin
    if (counter == DIVISOR-1) begin
      counter <= 0;
      tick    <= 1'b1;
    end else begin
      counter <= counter + 1;
      tick    <= 1'b0;
    end
  end
endmodule
[/design/flow/run.sh]
#!/bin/bash
# OpenROAD 26Q1-2900-gdf79404cd8, Yosys 0.63+post, stock flow scripts
make -C /OpenROAD-flow-scripts/flow DESIGN_CONFIG=/design/flow/config.mk WORK_HOME=/design/flow/orfs finish
[/design/flow/config.mk]
export PLATFORM = sky130hd
export DESIGN_NAME = baud_gen
export DESIGN_NICKNAME = baud_gen
export VERILOG_FILES = /design/flow/design.v
export SDC_FILE = /design/flow/constraint.sdc
export NUM_CORES = 4
export LEC_CHECK = 1
export CORE_AREA = 10 10 70 70
export DIE_AREA = 0 0 80 80
[/design/flow/constraint.sdc]
current_design baud_gen

set clk_period 2.2
set clk_io_pct 0.2

create_clock -name clk0 -period $clk_period [get_ports {clk}]

set non_clock_inputs [all_inputs -no_clocks]
set_input_delay [expr $clk_period * $clk_io_pct] -clock clk0 $non_clock_inputs
set_output_delay [expr $clk_period * $clk_io_pct] -clock clk0 [all_outputs]
==> flow_summary.json <==
{
  "cts_buffers": 3,
  "timing.rr.start": "counter[0]$_SDFF_PN0_",
  "cts_resized": 0,
  "tns_ps": 0,
  "required_ps": 2360,
  "grt_start_max_net_pins": 10,
  "fp.coreArea_mm2": 0.00342,
  "first_iter_violations": 13,
  "power_density_mw_per_mm2": 577,
  "drive_above_1_share": 0.0909,
  "path_cells": "ha_1, or3b_2, nor4_4, nor2_1",
  "synth_area_um2": 707,
  "clock_skew_ps": 4.83,
  "totalWireLength_um": 1140,
  "min_to": "counter[15]$_SDFF_PN0_",
  "syn_to_final_growth_pct": 13.3,
  "fp_util": 0.207,
  "lay_top_cells": "dfxtp_1 (17), xor2_1 (6), nand4_1 (5), nor2_1 (5), xnor2_1 (5)",
  "ioPinCount": 2,
  "startpoint_type": "register",
  "critPathSlowestCell": "or3b_2",
  "dp_slack_ps": 594,
  "grt_overflow": 0,
  "antennaDiodeCount": 0,
  "comb_power_share": 0,
  "ys_warn_count": 1,
  "lay_top_count": "dfxtp_1",
  "worstMarginPinSlew_ps": 442,
  "synth_seq_share": 0.481,
  "sw_frac_of_total": 0.183,
  "slew_violations": 0,
  "clock-sinks": 17,
  "finalClockPeriodUsage": 0.729,
  "avgSynthCellArea_um2": 9.82,
  "ys_seq_elements": 17,
  "reg2reg_slack_ps": 600,
  "cts-root-buf": "clkbuf_4",
  "path_buffers": 0,
  "worstHoldPathCells": 1,
  "timing.rr.end": "counter[2]$_SDFF_PN0_",
  "drc": 0,
  "die-area_mm2": 0.00640,
  "clock_path_buffers": 2,
  "hold_buffers": 0,
  "ys_cells": 72,
  "hold_start": "counter[15]$_SDFF_PN0_",
  "io_buffer_count": 1,
  "setup_viol": 0,
  "cp-end-kind": "register",
  "yosysUniqueCellTypes": 19,
  "finalHoldWorstSlack_ps": 466,
  "grtUsageTotal": 0.0381,
  "grt_pass1_wl_um": 1990,
  "reg2reg_depth": 4,
  "warnings": 26,
  "peakVddDrop_uv": 459,
  "viasPerCell": 4.02,
  "tritoncts": "done",
  "critPathMaxStageDelay_ps": 470,
  "fillCellCount": 372,
  "place_hpwl_um": 867,
  "finalCriticalPeriod_ps": 1600,
  "rows": 21,
  "clkLatencyLatePin_ps": 280,
  "finalNonFillerCells": 123,
  "fmax_mhz": 624,
  "final_antenna_net_count": 0,
  "crit_fanout": 8,
  "gp_congestion": 0.858,
  "leakage_nw": 0.302,
  "clk_pin_slew_ps": 90,
  "drt_pass1_iterations": 3,
  "htreeDepth": 1,
  "slew_headroom": 0.703,
  "dp_cells": 119,
  "wl_per_cell_um": 9.28,
  "power.switching_uw": 84.6,
  "final_util": 0.234,
  "path_delay_family": "simple AND/OR/NAND/NOR gates",
  "hp-class": "register to register",
  "die-height_um": 80,
  "grt_pass1_vias": 434,
  "outcome": "complete, no violations",
  "rsz0062_at_grt": "false",
  "final_hold_viol_count": 0,
  "critPathKind": "register to register",
  "pwr-share-seq": 0.665,
  "maxCapViolations": 0,
  "internal_power_uw": 378,
  "postLayoutSetupSlackWorst_ps": 596,
  "clockPowerShare": 0.335,
  "ys_area_um2": 707,
  "die_x_um": 80,
  "syn_inst": 72,
  "vias": 495,
  "cp.arrival_ps": 1760,
  "postCtsSetupBuffers": 0,
  "antenna_found_initial": 0
}
## power by group through the flow
| stage | Clock (mW) | Combinational (mW) | Sequential [mW] |
|---|---|---|---|
| after CTS | 0.163 | 0.000000150 | 0.307 |
| after global routing | 0.178 | 0.000000150 | 0.308 |
| final | 0.155 | 0.000000150 | 0.307 |
## synth_stat cells
master,n,share of area
a21oi_1,3,0.021
dfxtp_1,17,0.48
ha_1,2,0.035
inv_1,4,0.021
nand2_1,4,0.021
nand3_1,4,0.028
nand4_1,5,0.044
nor2_1,5,0.027
nor3_1,3,0.021
nor4_1,4,0.035
nor4_4,1,0.030
o21ai_0,2,0.014
o31ai_1,1,0.011
or3_1,2,0.018
or3b_2,1,0.012
or4_1,1,0.011
or4_4,2,0.032
xnor2_1,5,0.062
xor2_1,6,0.074
## registers in the layout, indices dropped and copies added, names as in the netlist
| name | flops |
|---|---|
| tick | 1 |
| counter | 16 |
## through the flow
step	cell area (um2)	power (mW)
floorplan	707	0.315
global placement	774	0.315
detailed placement	774	0.315
CTS	801	0.470
global route	801	0.485
finish	801	0.462
## area by class of cell
cell class | count | area (um2) | area share
sequential | 17 | 340 | 0.425
inverter | 4 | 15.0 | 0.0188
timing repair buffer | 1 | 10.0 | 0.0125
multi-input combinational | 51 | 352 | 0.439
clock buffer | 4 | 26.3 | 0.0328
tap | 46 | 57.6 | 0.0719
## worst max path at each step
| stage | from | to | slack [ps] | depth (start not counted) |
|---|---|---|---|---|
| after CTS | counter[0]$_SDFF_PN0_ | counter[2]$_SDFF_PN0_ | 570 | 4 |
| after global routing | counter[0]$_SDFF_PN0_ | counter[2]$_SDFF_PN0_ | 440 | 4 |
| final | counter[0]$_SDFF_PN0_ | counter[2]$_SDFF_PN0_ | 600 | 4 |
## metal layers
metal / up-vias / track usage / wire (um)
met5: - / 0 / 0
met4: 0 / 0.00176 / 0
met3: 0 / 0.0193 / 76
met2: 5 / 0.0514 / 465
li1: 270 / - / -
met1: 220 / 0.0554 / 600
## logic make-up after synthesis
kind of cell	count (synthesis)	synth area share
simple gates	32	0.280
flops	17	0.481
xor+xnor	11	0.136
compound gates	6	0.0460
buf+inv	4	0.0212
fa+ha+maj	2	0.0354
## worst reg2reg max path, stage by stage, from the launching register on
cell and delay [ps]:
dfxtp_1 400, ha_1 180, or3b_2 470, nor4_4 350, nor2_1 90
Power figures rest on the tool's default switching activity, not on a simulated workload.
